==> flow/run.sh <==
#!/bin/bash
# OpenROAD 26Q1-2900-gdf79404cd8, Yosys 0.63+post, stock flow scripts
make -C /OpenROAD-flow-scripts/flow DESIGN_CONFIG=/design/flow/config.mk WORK_HOME=/design/flow/orfs finish
==> flow/config.mk <==
export PLATFORM = sky130hd
export DESIGN_NAME = HE
export DESIGN_NICKNAME = HE
export VERILOG_FILES = /design/flow/design.v
export SDC_FILE = /design/flow/constraint.sdc
export NUM_CORES = 4
export LEC_CHECK = 1
export CORE_UTILIZATION = 40
export SYNTH_HDL_FRONTEND = slang
==> flow/constraint.sdc <==
current_design HE

set clk_period 15.4
set clk_io_pct 0.2

create_clock -name clk0 -period $clk_period [get_ports {clk}]

set non_clock_inputs [all_inputs -no_clocks]
set_input_delay [expr $clk_period * $clk_io_pct] -clock clk0 $non_clock_inputs
set_output_delay [expr $clk_period * $clk_io_pct] -clock clk0 [all_outputs]
==> flow/design.v <==
module HE(
	clk,
	rst_n,
	in_valid,
	in_image,
	out_valid,
	out_image
);
input				clk,rst_n,in_valid;
input [7:0]			in_image;
output logic 		out_valid;
output logic [7:0]	out_image;
logic[7:0] pixel1,pixel2,pixel3,pixel4,pixel5,pixel6,pixel7,pixel8;
logic[7:0] pixel1_temp,pixel2_temp,pixel3_temp,pixel4_temp,pixel5_temp,pixel6_temp,pixel7_temp,pixel8_temp;
logic[7:0]out_image_temp ,in_image_reg  ;
logic[10:0]out1,out2,out3,out4,out5,out6,out7;
logic[10:0]out1_temp,out2_temp,out3_temp,out4_temp,out5_temp,out6_temp,out7_temp;
logic[19:0]out8 , out8_temp ,out8_temp2;
typedef enum logic[1:0] {IDLE , STORE ,OUT } state;
state curr,next;
logic[9:0]cnt,cntt;
logic out_valid_temp;
always_ff @(posedge clk,negedge rst_n ) begin
	if(!rst_n)begin
		curr<=IDLE;
		pixel1<=0;
		pixel2<=0;
		pixel3<=0;
		pixel4<=0;
		pixel5<=0;
		pixel6<=0;
		pixel7<=0;
		pixel8<=0;
		cntt<=0;
		out1<=0;
		out2<=0;
		out3<=0;
		out4<=0;
		out5<=0;
		out6<=0;
		out7<=0;
		out8<=0;
		in_image_reg<=0;
	end
	else begin
		curr<=next;
		pixel1<=pixel1_temp;
		pixel2<=pixel2_temp;
		pixel3<=pixel3_temp;
		pixel4<=pixel4_temp;
		pixel5<=pixel5_temp;
		pixel6<=pixel6_temp;
		pixel7<=pixel7_temp;
		pixel8<=pixel8_temp;
		cntt<=cnt;
		out1<=out1_temp;
		out2<=out2_temp;
		out3<=out3_temp;
		out4<=out4_temp;
		out5<=out5_temp;
		out6<=out6_temp;
		out7<=out7_temp;
		out8<=out8_temp;
		in_image_reg<=in_image;
	end	
end
always_comb begin
	pixel1_temp=pixel1;
	pixel2_temp=pixel2;
	pixel3_temp=pixel3;
	pixel4_temp=pixel4;
	pixel5_temp=pixel5;
	pixel6_temp=pixel6;
	pixel7_temp=pixel7;
	pixel8_temp=pixel8;
	out_valid=0;
	out1_temp=out1;
	out2_temp=out2;
	out3_temp=out3;
	out4_temp=out4;
	out5_temp=out5;
	out6_temp=out6;
	out7_temp=out7;
	out8_temp=out8;
	cnt=0;
	next=IDLE;
	out8_temp2=0;
	out_image=0;
	case(curr)
		IDLE:begin
			out1_temp=0;
			out2_temp=0;
			out3_temp=0;
			out4_temp=0;
			out5_temp=0;
			out6_temp=0;
			out7_temp=0;
			out8_temp=0;
			if(in_valid)begin
				pixel1_temp=in_image;
				pixel2_temp=pixel1;
				pixel3_temp=pixel2;
				pixel4_temp=pixel3;
				pixel5_temp=pixel4;
				pixel6_temp=pixel5;
				pixel7_temp=pixel6;
				pixel8_temp=pixel7;
				cnt=cntt+1;
			end
			if(cntt>6)begin
				next=STORE;
				cnt=0;
			end
		end	
		STORE:begin
			if(cntt<=1022 && in_valid)begin
				out1_temp=(in_image<=pixel1)?out1+1:out1;
				out2_temp=(in_image<=pixel2)?out2+1:out2;
				out3_temp=(in_image<=pixel3)?out3+1:out3;
				out4_temp=(in_image<=pixel4)?out4+1:out4;
				out5_temp=(in_image<=pixel5)?out5+1:out5;
				out6_temp=(in_image<=pixel6)?out6+1:out6;
				out7_temp=(in_image<=pixel7)?out7+1:out7;
				out8_temp=(in_image<=pixel8)?out8+1:out8;
				cnt=cntt+1;
				next=STORE;
			end
			else begin
				next=OUT;
				out8_temp=((in_image<=pixel8)?out8+1:out8)*937;
				cnt=0;
			end
		end
		OUT:begin
			if(cntt<=7)begin
				out_valid=1;
				out_image_temp=out8[19:12]+(((3*out8[19:12]+out8[11:0])>4093)?1:0);
				out_image=(out_image_temp!=0)?out_image_temp-1:0;
				case(cntt)
					0:begin
					out8_temp2=(in_image_reg<=pixel7)?out7+1:out7;
					out7_temp=(in_image_reg<=pixel6)?out6+1:out6;
					out6_temp=(in_image_reg<=pixel5)?out5+1:out5;
					out5_temp=(in_image_reg<=pixel4)?out4+1:out4;
					out4_temp=(in_image_reg<=pixel3)?out3+1:out3;
					out3_temp=(in_image_reg<=pixel2)?out2+1:out2;
					out2_temp=(in_image_reg<=pixel1)?out1+1:out1;
					end
					default:begin 
						out8_temp2=out7;
						out7_temp=out6;
						out6_temp=out5;
						out5_temp=out4;
						out4_temp=out3;
						out3_temp=out2;
						out2_temp=out1;
					end
				endcase
				out8_temp=out8_temp2*937;
				cnt=cntt+1;
				next=OUT;
			end
			else begin
				next=IDLE;
				cnt=0;
			end
		end
	endcase
end
endmodule
==> impl_metrics.tcl <==
# yosys + openroad results
set metrics [dict create \
    synth_flops 182 \
    largest_reg_flops 20 \
    crit_path_start_kind "primary input" \
    yosys_warnings 0 \
    io_pins 20 \
    crit_family "adder cells" \
    cp_max_fo 11 \
    rows 77 \
    fp.dieH_um 214 \
    setup_viol 0 \
    skew_ns 0.00958 \
    post-route-min-period_ns 10.13 \
    setup_total_negative_slack_ns 0 \
    via_count 14100 \
    edf_count 0 \
    synth_cell_type_count 70 \
    insertion_delay_ns 0.43 \
    status "completed" \
    grt-ovfl-total 0 \
    coreArea_sq_mm 0.0443 \
    critPathSlowestCell "clkdlybuf4s50_1" \
    slowest_delay_ns 0.78 \
    grt_setup_unrepaired "no" \
    syn_inst 2088 \
    largest-register "out8" \
    log.warning_count 35 \
    drt-total-wl_mm 41.9 \
    max_clock_freq_ghz 0.0987 \
    powerDensity_mw_per_mm2 164 \
    numPortBuffers 19 \
    cts_inserted_buffers 17 \
    die_width_um 214 \
    period_used_pct 65.8 \
    yosys_area_sq_mm 0.0180 \
    drc 0 \
    slew_viol_final 0 \
    clockBufferDepth 2 \
    post-route-util_pct 44.1 \
    htreeDepth 4 \
    ir_drop_v 0.000155 \
    end_kind "flop" \
    antenna_cells 0 \
    syn_area_per_cell_sq_um 8.63 \
    max-cap-violations 0 \
    grt_pass1_vias 14000 \
    fp_util_pct 40.7 \
    grt_pass1_wl_mm 70.7 \
    synthArstFlopShare_pct 100 \
    drt_iter0_markers 652 \
    p_leak_nw 9.27 \
    first_pass_iters 6 \
    cts_setup_buffers 0 \
    via_per_inst 5.25 \
    clock-sinks 182 \
    hp-class "flop to flop" \
    cts_hold_buf 0 \
    dieArea_sq_mm 0.0459 \
    antenna_found_initial 0 \
    ys_cells 2088 \
    cp.buffers_inverters 6 \
    cp_data_required_time_ns 15.72 \
    crit_arrival_ns 10.45 \
    clkTransAtPathRegs_ns 0.07 \
    synth_seq_share_pct 25.3 \
    ff_type "dfrtp_1" \
    wl_per_cell_um 15.6 \
    max-slew-margin-rel_pct 41.8 \
    drive_above_1_share_pct 4.81 \
    synthesis.area_sq_mm 0.0180 \
    grt_use_total_pct 19.5 \
    post_cts_resized 0 \
    cts_tree "yes" \
    cts-root-buf "clkbuf_16" \
    hpwl_mm 32.1 \
    tightestPinTransition_ns 0.866 \
    reg2reg_slack_ns 7.61 \
    path_class "primary input to flop" \
    ant_nets 0 \
    hold_viol 0 \
    routabilityCongestion 0.948 \
    syn2layout_area_growth_pct 8.45 \
    grt_max_degree 71 \
]
## worst min-delay path, delay by kind of cell, from the launching register on
kind             cells  cell delay (ns)
AND/OR/NAND/NOR      1             0.04
AND-OR/OR-AND        1             0.06
flip-flops           1             0.34
## cell usage in the layout (no fill, tap or decap), types with 4 or more instances in the layout
cell type        netlist  final
nand4_1               29     29
xor2_1                63     63
o21bai_1               6      6
buf_4                  2     31
fa_1                  73     73
dfrtp_1              181    180
ha_1                 244    244
o21ai_0              182    182
nor2b_1               38     38
a31oi_1                4      4
inv_1                251    251
nor2_1               102    102
o221ai_1               6      6
a21o_1                36     36
or2_2                 10     10
nand2b_1              36     36
nor3b_1               17     17
clkdlybuf4s50_1        0     18
a22oi_1               22     22
o31a_1                20     20
o21a_1                20     20
a221oi_1              11     11
clkbuf_8               0      6
mux2i_1               10     10
a221o_1                4      4
a211oi_1               6      6
o311ai_0              12     12
or3_1                  7      7
nand3_1               63     63
clkbuf_16              0     17
and3_1                42     42
and2_1                10     10
xnor2_1               94     94
nand2_1              186    185
nor3_1                38     38
mux2_2                19     19
o211ai_1              17     17
a21oi_1              100    100
## layer usage
layer	global-route usage [%]	wire length [um]	vias to the layer above
met5	0	0	-
met4	3.26	790	0
met3	3.17	1390	32
met2	32.6	20200	186
met1	27.6	19500	6685
li1	-	-	7217
## cell usage after synthesis, types with 42 or more instances
master	count	area share [%]
xnor2_1	94	4.6
ha_1	244	17
dfrtp_1	181	25
inv_1	251	5.2
o21ai_0	182	5.1
fa_1	73	8.1
nand2_1	186	3.9
and3_1	42	1.5
nand3_1	63	1.7
xor2_1	63	3.1
nor2_1	102	2.1
clkbuf_1	60	1.2
a21oi_1	100	2.8
## report_power, final
group / total, mW / leakage, nW / internal, mW / switching, mW
logic: 2.04 / 6.55 / 0.814 / 1.23
clock network: 0.469 / 0.300 / 0.277 / 0.191
registers: 0.690 / 2.42 / 0.587 / 0.103
total: 3.20 / 9.27 / 1.68 / 1.53
## cells by family (layout without fill, tap and decap cells)
kind of cell / count (synthesis) / count (layout) / share of synthesized area [%]
and+or+nand+nor: 588 / 588 / 16.0
AOI/OAI and AO/OA: 487 / 487 / 17.0
DFF: 182 / 182 / 25.3
muxes: 29 / 29 / 1.74
adders and majority gates: 318 / 318 / 25.1
xor gates and xnor gates: 161 / 161 / 8.06
buffers and inverters: 323 / 334 / 6.81
## per-stage QoR
step | hold WS, ns | power [mW] | setup slack, ns | std cells | instance area, sq um
after floorplan | 0.450 | 2.20 | 6.14 | 2088 | 18000
after global placement | 0.462 | 2.73 | 4.93 | 2660 | 18900
after detailed placement | 0.470 | 2.76 | 4.87 | 2660 | 18900
after CTS | 0.485 | 3.24 | 5.33 | 2691 | 19600
after global routing | 0.502 | 3.58 | 4.82 | 2691 | 19600
final | 0.479 | 3.20 | 5.27 | 2691 | 19600
## cell type report
cell class                 count  area (sq um)
clock inverter                 6           115
tap                          592           741
clock buffer                  25           505
inverter                     253           950
timing repair buffer          50           427
fill                        4309         24800
multi-input combinational   1583         12300
sequential                   182          4560
## path summary, 6_finish.rpt
kind / depth (start not counted) / to / from
min in group asynchronous: 1 / pixel1[7] / rst_n
worst min-delay path: 2 / pixel5[2] / pixel5[2]
worst min register to register: 2 / pixel5[2] / pixel5[2]
worst max register to register: 24 / out8[19] / in_image_reg[2]
max in group asynchronous: 2 / in_image_reg[7] / rst_n
worst max-delay path: 28 / out8[19] / in_image[6]
Power and IR drop assume default switching activity.
