**design/flow/config.mk**
```make
export PLATFORM = sky130hd
export DESIGN_NAME = P_MUL
export DESIGN_NICKNAME = P_MUL
export VERILOG_FILES = /design/flow/design.v
export SDC_FILE = /design/flow/constraint.sdc
export NUM_CORES = 4
export LEC_CHECK = 1
export CORE_UTILIZATION = 40
```
**design/flow/constraint.sdc**
```tcl
current_design P_MUL

set clk_period 25.7
set clk_io_pct 0.2

create_clock -name clk0 -period $clk_period [get_ports {clk}]

set non_clock_inputs [all_inputs -no_clocks]
set_input_delay [expr $clk_period * $clk_io_pct] -clock clk0 $non_clock_inputs
set_output_delay [expr $clk_period * $clk_io_pct] -clock clk0 [all_outputs]
```
**design/flow/design.v**
```verilog
module P_MUL(
    clk,
    rst_n,
    in_1,
    in_2,
	in_3,
    in_4,
	in_valid,
    out_valid,
    out
);
input clk;
input rst_n;
input in_valid;
input [46:0] in_1,in_2,in_3,in_4;
output logic out_valid;
output logic [95:0] out;
logic in_valid1,in_valid2,in_valid3;
logic [46:0]in_1_reg,in_2_reg,in_3_reg,in_4_reg;
logic [46:0]in1,in2,in3,in4;
logic [47:0]sum1,sum2,sum1_reg,sum2_reg;
logic [31:0]mul1,mul1_reg,mul2,mul2_reg,mul3,mul3_reg;
logic [31:0]mul4,mul4_reg,mul5,mul5_reg,mul6,mul6_reg;
logic [31:0]mul7,mul7_reg,mul8,mul8_reg,mul9,mul9_reg;
logic [95:0]out_temp;
logic out_valid_temp;
always_comb begin : input1
    if(in_valid)begin
        in1=in_1;
        in2=in_2;
        in3=in_3;
        in4=in_4;
    end
    else begin
        in1=0;
        in2=0;
        in3=0;
        in4=0;
    end
end
always_ff @( posedge clk,negedge rst_n ) begin
    if(!rst_n)begin
        in_valid1<=0;
        in_1_reg<=0;
        in_2_reg<=0;
        in_3_reg<=0;
        in_4_reg<=0;
        sum1_reg<=0;
        sum2_reg<=0;
        in_valid2<=0;
        mul1_reg<=0;
        mul2_reg<=0;
        mul3_reg<=0;
        mul4_reg<=0;
        mul5_reg<=0;
        mul6_reg<=0;
        mul7_reg<=0;
        mul8_reg<=0;
        mul8_reg<=0;
        in_valid3<=0;
    end
    else begin
        in_valid1<=in_valid;
        in_1_reg<=in1;
        in_2_reg<=in2;
        in_3_reg<=in3;
        in_4_reg<=in4;
        sum1_reg<=sum1;
        sum2_reg<=sum2;
        in_valid2<=in_valid1;
        mul1_reg<=mul1;
        mul2_reg<=mul2;
        mul3_reg<=mul3;
        mul4_reg<=mul4;
        mul5_reg<=mul5;
        mul6_reg<=mul6;
        mul7_reg<=mul7;
        mul8_reg<=mul8;
        mul9_reg<=mul9;
        in_valid3<=in_valid2;
    end
end
always_comb begin:sum
    if(in_valid1)begin
        sum1=in_1_reg+in_2_reg;
        sum2=in_3_reg+in_4_reg;
    end
    else begin
        sum1=0;
        sum2=0;
    end
end
always_comb begin:multiple
    if(in_valid2)begin
        mul1=sum1_reg[15:0]*sum2_reg[15:0]; 
        mul2=sum1_reg[31:16]*sum2_reg[15:0]; 
        mul3=sum1_reg[47:32]*sum2_reg[15:0]; 
        mul4=sum1_reg[15:0]*sum2_reg[31:16]; 
        mul5=sum1_reg[31:16]*sum2_reg[31:16]; 
        mul6=sum1_reg[47:32]*sum2_reg[31:16]; 
        mul7=sum1_reg[15:0]*sum2_reg[47:32]; 
        mul8=sum1_reg[31:16]*sum2_reg[47:32]; 
        mul9=sum1_reg[47:32]*sum2_reg[47:32]; 
    end
    else begin
        mul1=0;
        mul2=0;
        mul3=0;
        mul4=0;
        mul5=0;
        mul6=0;
        mul7=0;
        mul8=0;
        mul9=0;
    end
end
always_comb begin : adder
    if(in_valid3)begin
        out_temp=(mul1_reg)+(mul2_reg<<16)+(mul3_reg<<32)+
                 (mul4_reg<<16)+(mul5_reg<<32)+(mul6_reg<<48)+
                 (mul7_reg<<32)+(mul8_reg<<48)+(mul9_reg<<64);
        out_valid_temp=1;
    end
    else begin
        out_temp=0;
        out_valid_temp=0;
    end
end
always_ff @( posedge clk, negedge rst_n ) begin :output1
    if(!rst_n)begin
        out<=0;
        out_valid<=0;
    end
    else begin
        out<=out_temp;
        out_valid<=out_valid_temp;
    end
end
endmodule
```
**design/flow/run.sh**
```bash
#!/bin/bash
# OpenROAD 26Q1-2900-gdf79404cd8, Yosys 0.63+post, stock flow scripts
make -C /OpenROAD-flow-scripts/flow DESIGN_CONFIG=/design/flow/config.mk WORK_HOME=/design/flow/orfs finish
```
==> job_summary.md <==
## Synthesis and layout report

| Metric | Value |
|---|---|
| Outcome | `finished, final reports clean` |
| Via-to-Cell Ratio | `5.02` |
| 1st-pass router iterations | `5` |
| Cell Pwr Density | `54.2 mW/mm2` |
| Synth Area per Inst | `9.28 um2` |
| Non-Filler Instances | `15300` |
| Synth mux share | `0.185%` |
| Final worst setup slack | `17510 ps` |
| Pins over their slew limit | `0` |
| Post-DP Area | `0.115 mm2` |
| WP buf/inv | `6` |
| Via count | `76900` |
| Post-synth seq share | `15.6%` |
| CP Cell Sequence | `buf_8 -> buf_4 -> buf_4 -> buf_4 -> buf_4 -> buf_4` |
| Xor/xnor share | `2.59%` |
| ANT nets after route | `0` |
| # Post-CTS Setup Buffers | `0` |
| Layout cells sized above 1 | `3.72%` |
| Final setup vio count | `0` |
| Setup crit start kind | `input port` |
| Post-synth cell types | `94` |
| CP dominant cell by count | `buf_4` |
| Internal power | `3420 uW` |
| Adder-cell area share of the yosys netlist | `47.7%` |
| GP Congestion | `0.925` |
| CTS Hold Bufs | `0` |
| Layout Area Growth over Synthesis | `8.56%` |
| Asr flop ratio synth | `95.2%` |
| Root buf cell | `clkbuf_16` |
| Normalized max-slew margin | `31.0%` |
| Share of power burned in registers | `21.9%` |
| Die Span X | `524 um` |
| Core Footprint | `0.271 mm2` |
| Total Neg Setup Slack | `0 ps` |
| Yosys warnings | `1` |
| Simple share | `17.2%` |
| CP arrival | `8980 ps` |
| Fp util | `40.2%` |
| Total track usage | `23.5%` |
| CP max stage delay | `650 ps` |
| Worst clock skew | `51.8 ps` |
| #FFs+latches synth | `672` |
| Drt total wl | `294000 um` |
| CTS Sinks | `672` |
| Vias in the first global route | `79900` |
| Post-CTS Resized | `0` |
| Hold/Removal Path Class | `reg2reg` |
| Dpl cells | `15200` |
| Yosys cell count | `11800` |
| Main logic family | `adder cells` |
| Worst-Margin Slew | `1030 ps` |
| Clock tree buffer depth | `3` |
| Compound-cell area share of the yosys netlist | `7.21%` |
| VDD IR-drop max | `58.5 uV` |
| Tmin final | `8190 ps` |
| Clock share of power | `19.7%` |
| Crit Path Class | `in2async` |
| Num CTS Buffers | `83` |
| Floorplan row count | `191` |
| Post-route cell area | `0.118 mm2` |
| Initial antenna violation count | `14` |
| EDFF count, synth | `32` |
| CTS tree | `done` |
| Worst slack at placement | `16490 ps` |
| Clk latency of the worst-skew pair | `750 ps` |
| Clock slew at reported path FFs | `60 ps` |
| OpenROAD warnings | `28` |
| Critical Path RT | `26490 ps` |
| Fmax | `122 MHz` |
| Logic pwr share | `58.4%` |
| Mapped Area | `0.109 mm2` |
| # fillers | `26300` |
| CP max-delay cell | `buf_4` |
| Largest register FFs | `96` |
| Final Util | `43.7%` |
| Final hold violation count | `0` |
| Max Cap Violations | `0` |
| Post-detail-place hpwl | `229000 um` |
| P_leak | `0.0611 uW` |
| Total I/O pin count | `288` |
| Number of DRC markers after the initial detailed-route iteration | `3622` |
| Top_reg_cell synth | `dfrtp_1` |
| Yosys chip area | `0.109 mm2` |
| Die footprint | `0.275 mm2` |
| Mapped Cells | `11800` |
| Number of port buffers | `287` |
| Switching share of power | `46.7%` |
| Largest net degree at the start of global routing | `117` |
| Critical Path End Type | `async pin` |
| GRT overflow | `0` |
| Crit share post-route | `31.9%` |
| Delay-heaviest family, CP | `buffers and inverters` |
| RSZ-0062 raised after global routing | `false` |
| Routed WL per cell | `19.2 um` |
| First-pass GRT wire length | `467000 um` |
| NetSw | `3000 uW` |
| Die H | `524 um` |
| H-tree depth | `3` |
| Critical-path maximum fanout | `82` |
| Post-route DRC | `0` |
stage by stage:
step           hold slack, ps  total power (uW)
3_5_place_dp              442              5130
4_1_cts                   456              6460
3_3_place_gp              440              5140
2_1_floorplan             352              3890
5_1_grt                   467              7040
6_report                  452              6410
power by group through the flow:
stage     sequential, uW  clock, uW  combinational (uW)
6_report            1400       1270                3740
4_1_cts             1410       1310                3750
5_1_grt             1430       1350                4270
Yosys cell counts (all sizes together), types with 6 or more instances:
cell | number | area share, %
xor2 | 141 | 1.1
o22ai | 7 | 0.040
nor4 | 14 | 0.080
a21boi | 21 | 0.15
nor2 | 407 | 1.4
nand4 | 63 | 0.36
a221o | 7 | 0.065
a21o | 228 | 1.6
o21ai | 210 | 0.97
nor3 | 93 | 0.43
a211oi | 59 | 0.43
inv | 2115 | 7.3
o41ai | 6 | 0.062
o31ai | 30 | 0.21
and4 | 18 | 0.14
clkbuf | 614 | 2.1
a31o | 13 | 0.11
fa | 1877 | 34
a31oi | 31 | 0.20
buf | 11 | 0.060
nor2b | 54 | 0.31
or3 | 23 | 0.13
nor3b | 19 | 0.13
edfxtp | 32 | 0.88
o2111ai | 8 | 0.064
or2 | 21 | 0.12
o31a | 12 | 0.11
o21a | 65 | 0.45
dfrtp | 640 | 15
xnor2 | 182 | 1.5
a311oi | 7 | 0.056
a221oi | 12 | 0.10
a41oi | 11 | 0.088
nand2 | 1472 | 5.1
nand3 | 67 | 0.31
a21oi | 348 | 1.6
ha | 1158 | 13
nand2b | 71 | 0.41
o21bai | 35 | 0.24
mux2i | 19 | 0.17
o211ai | 28 | 0.20
a2111oi | 12 | 0.11
and2 | 1383 | 7.9
and3 | 50 | 0.29
a211o | 10 | 0.080
cell type report:
cell class	count	area [um2]	area share, %
Tap cell	3570	4470	3.77
Timing Repair Buffer	463	4210	3.56
Inverter	2115	7950	6.71
Multi-Input combinational cell	8344	81800	69.1
Antenna cell	4	10.0	0.00846
Sequential cell	672	17000	14.4
Clock inverter	51	694	0.587
Clock buffer	103	2240	1.90
final timing paths:
path	from	end	slack [ps]	depth (start not counted)
hold / removal	mul1_reg[2]$_DFF_PN0_	out[2]$_DFF_PN0_	450	1
setup reg to reg	sum2_reg[18]$_DFF_PN0_	mul6_reg[22]$_DFF_PN0_	17960	19
min in group asynchronous	rst_n	mul6_reg[19]$_DFF_PN0_	4410	1
setup / recovery	rst_n	mul1_reg[7]$_DFF_PN0_	17510	6
hold reg to reg	mul1_reg[2]$_DFF_PN0_	out[2]$_DFF_PN0_	450	1
max in group clk0	sum2_reg[18]$_DFF_PN0_	mul6_reg[22]$_DFF_PN0_	17960	19
metal layers:
metal  wire length (um)  GRT usage (%)  vias to the layer above
li1                   -              -                    35900
met1             131000           35.5                    38000
met2             120000           31.8                     2740
met3              36700           11.7                      304
met4               6610           4.28                       10
met5                241          0.537                        -
worst register-to-register path: stages, from the launching register on:
cell and delay [ps]:
dfrtp_2 870, buf_4 570, nand2_1 170, fa_1 510, fa_1 580, fa_1 460
fa_1 550, inv_1 50, fa_1 470, inv_1 50, fa_1 470, inv_1 40
ha_1 330, a21o_1 180, a21o_1 180, a21oi_1 250, o22ai_1 170, o41ai_1 550
a21oi_1 250, nor3_1 870
logic make-up after synthesis:
| group | Yosys count |
|---|---|
| multiplexers | 20 |
| flip-flops | 672 |
| XOR/XNOR | 323 |
| adder cells (fa/ha/maj) | 3035 |
| AND-OR/OR-AND | 1194 |
| buffers and inverters | 2740 |
| AND/OR/NAND/NOR | 3772 |
placed cells by master (no fill, tap or decap), types with 19 or more instances in the layout:
cell type           n
o31ai_1            30
clkdlybuf4s50_1   285
nor3_1             92
o211ai_1           27
nor2b_1            54
and3_1             50
o21ai_0           203
ha_1             1158
dfrtp_1           586
a31oi_1            28
nand2_1          1472
inv_1            2113
dfrtp_2            53
a211oi_1           55
fa_1             1877
clkbuf_16          84
and2_1           1383
xnor2_1           182
nand2b_1           71
xor2_1            141
a21o_1            226
nand3_1            67
o21bai_1           35
o21a_1             65
nand4_1            63
mux2i_1            19
a21oi_1           348
edfxtp_1           32
or3_1              23
buf_4             176
nor2_1            407
nor3b_1            19
or2_2              21
No activity file was given, so power comes from the tool's default toggle rates.
