[/design/flow/config.mk]
export PLATFORM = sky130hd
export DESIGN_NAME = SMJ
export DESIGN_NICKNAME = SMJ
export VERILOG_FILES = /design/flow/design.v
export SDC_FILE = /design/flow/constraint.sdc
export NUM_CORES = 4
export LEC_CHECK = 1
export CORE_UTILIZATION = 40
[/design/flow/constraint.sdc]
current_design SMJ

set clk_period 30.3
set clk_io_pct 0.2

create_clock -name clk0 -period $clk_period

set non_clock_inputs [all_inputs -no_clocks]
set_input_delay [expr $clk_period * $clk_io_pct] -clock clk0 $non_clock_inputs
set_output_delay [expr $clk_period * $clk_io_pct] -clock clk0 [all_outputs]
[/design/flow/design.v]
module SMJ(
    hand_n0,
    hand_n1,
    hand_n2,
    hand_n3,
    hand_n4,
    out_data
);
input [5:0] hand_n0;
input [5:0] hand_n1;
input [5:0] hand_n2;
input [5:0] hand_n3;
input [5:0] hand_n4;
output logic[1:0] out_data;
logic tempx[5:0];
always @( * )
begin
    tempx[0]=0;
    tempx[1]=0;
    tempx[2]=0;
    tempx[3]=0;
    tempx[4]=0;
    tempx[5]=0;
	if((hand_n0==hand_n1)&&(hand_n1==hand_n2)&&(hand_n2==hand_n3)&&(hand_n4==hand_n3))
        begin
            tempx[5]=1;
        end
	else
	  begin
        	if(hand_n0[5:4]==2'b00)begin
                tempx[0] = (hand_n0[3:0]>4'b0110)? 1:0;
		      end
          else begin
                tempx[0] = (hand_n0[3:0]>4'b1000)? 1:0;
           end
            if(hand_n1[5:4]==2'b00)begin
                tempx[1] = (hand_n1[3:0]>4'b0110)? 1:0;
		      end
          else begin
                tempx[1] = (hand_n1[3:0]>4'b1000)? 1:0;
           end
            if(hand_n2[5:4]==2'b00)begin
                tempx[2] = (hand_n2[3:0]>4'b0110)? 1:0;
		      end
          else begin
                tempx[2] = (hand_n2[3:0]>4'b1000)? 1:0;
           end
            if(hand_n3[5:4]==2'b00)begin
                tempx[3] = (hand_n3[3:0]>4'b0110)? 1:0;
		      end
          else begin
                tempx[3] = (hand_n3[3:0]>4'b1000)? 1:0;
           end
           if(hand_n4[5:4]==2'b00)begin
                tempx[4] = (hand_n4[3:0]>4'b0110)? 1:0;
		      end
          else begin
                tempx[4] = (hand_n4[3:0]>4'b1000)? 1:0;
           end
	end
    end
logic [5:0] o1;
logic [5:0] o2;
logic [5:0] o3;
logic [5:0] o4;
logic [5:0] o5;
sort_temp s1(.in1(hand_n0),
            .in2(hand_n1),
            .in3(hand_n2),
            .in4(hand_n3),
            .in5(hand_n4),
            .out1(o1),
            .out2(o2),
            .out3(o3),
            .out4(o4),
            .out5(o5));
always @( * )
    begin
      if ((tempx[0]||tempx[1]||tempx[2]||tempx[3]||tempx[4]||tempx[5])==1)
      begin
        out_data = 2'b01;
      end
      else
      begin
        if((o1==o2)&&(o2==o3) && (o4==o5))
          out_data = 2'b11 ;
        else if((o1==o2) && (o3==o4)&&(o4==o5))
          out_data = 2'b11 ;
        else if((o1==o2)&&((o3+2)==(o4+1)&&(o4+1)==(o5))&&o3[5:4]!=2'b00)
          out_data = 2'b10;
        else if((o2==o3)&&((o1+2)==(o4+1)&&(o4+1)==(o5))&&o1[5:4]!=2'b00)
          out_data = 2'b10;
        else if((o3==o4)&&((o1+2)==(o2+1)&&(o2+1)==(o5))&&o1[5:4]!=2'b00)
          out_data = 2'b10;
        else if((o4==o5)&&((o1+2)==(o2+1)&&(o2+1)==(o3))&&o1[5:4]!=2'b00)
          out_data = 2'b10;
        else 
          out_data = 2'b00;
      end
    end
endmodule
module sort_temp(in1,in2,in3,in4,in5,
            out1,out2,out3,out4,out5);
    input [5:0]in1;
    input [5:0]in2;
    input [5:0]in3;
    input [5:0]in4;
    input [5:0]in5;
    output logic[5:0]out1;
    output logic[5:0]out2;
    output logic[5:0]out3;
    output logic[5:0]out4;
    output logic[5:0]out5;
    logic [5:0]temp[20];
    assign {temp[0],temp[1]}=(in1<in2)?{in1,in2}:{in2,in1};
    assign {temp[2],temp[3]}=(in3<in4)?{in3,in4}:{in4,in3};
    assign {temp[4],temp[5]}=(temp[1]<temp[2])?{temp[1],temp[2]}:{temp[2],temp[1]};
    assign {temp[6],temp[7]}=(temp[3]<in5)?{temp[3],in5}:{in5,temp[3]};
    assign {temp[8],temp[9]}=(temp[0]<temp[4])?{temp[0],temp[4]}:{temp[4],temp[0]};
    assign {temp[10],temp[11]}=(temp[5]<temp[6])?{temp[5],temp[6]}:{temp[6],temp[5]};
    assign {temp[12],temp[13]}=(temp[9]<temp[10])?{temp[9],temp[10]}:{temp[10],temp[9]};
    assign {temp[14],temp[15]}=(temp[11]<temp[7])?{temp[11],temp[7]}:{temp[7],temp[11]};
    assign {temp[16],temp[17]}=(temp[8]<temp[12])?{temp[8],temp[12]}:{temp[12],temp[8]};
    assign {temp[18],temp[19]}=(temp[13]<temp[14])?{temp[13],temp[14]}:{temp[14],temp[13]};
    assign {out1,out2,out3,out4,out5}={temp[16],temp[17],temp[18],temp[19],temp[15]};   
endmodule
[/design/flow/run.sh]
#!/bin/bash
# OpenROAD 26Q1-2900-gdf79404cd8, Yosys 0.63+post, stock flow scripts
make -C /OpenROAD-flow-scripts/flow DESIGN_CONFIG=/design/flow/config.mk WORK_HOME=/design/flow/orfs finish
==> flow_summary.json <==
{
  "grt_max_degree": 25,
  "critical_path.max_stage_delay_ps": 660,
  "rows": 39,
  "worstPathMaxFanout": 21,
  "grt_setup_unrepaired": "false",
  "top_cell_area_share_pct": 14.71,
  "synth_cell_types": 81,
  "yosys-top-cells-area": "ha_1 15%, mux2i_1 7.8%, xor2_1 6.1%, xnor2_1 5.7%, nand2_1 4.3%",
  "antenna_cells": 0,
  "netlist_top_cells_count": "56 x ha_1, 54 x nand2_1, 48 x inv_1",
  "post_cts_buffers": 0,
  "ys_sh_simple_pct": 23.38,
  "setup_violations": 0,
  "top_layer": "met4",
  "slew_viol_final": 0,
  "core_area_um2": 11520,
  "synth.avg_cell_area_um2": 7.195,
  "drc": 0,
  "grt_pass1_wl_um": 24070,
  "area_growth_pct": 8.721,
  "timing.setup.tns_ps": 0,
  "ant_nets": 0,
  "initCoreUtil_pct": 41.36,
  "grt_pass1_vias": 4643,
  "avgRoutedWirePerCell_um": 17.62,
  "drt-met1-wl_um": 7630,
  "maxCapViolations": 0,
  "synthMostInstantiatedCell": "ha_1",
  "flops": 0,
  "fin_crit_ps": 25710,
  "die_w_um": 111.1,
  "met3_length_um": 614,
  "adder_share_pct": 14.95,
  "track_usage_pct": 23.94,
  "status": "finished, final reports clean",
  "die-area_um2": 12350,
  "min_path_type": "in -> out",
  "synth_cells": 662,
  "firstDrtPassIters": 5,
  "gp_congestion": 0.9345,
  "slew_headroom_pct": 46.54,
  "synthAoiAreaFrac_pct": 32.10,
  "worst_pin_slew_ps": 801.9,
  "hpwl_um": 12070,
  "dr_wl_met2_um": 6023,
  "cts_resized": 0,
  "ios": 32,
  "path_class": "in -> out",
  "hold_viol_final": 0,
  "overflow": 0,
  "layout-drive-gt1-share_pct": 8.605,
  "top_area_cell": "ha_1",
  "yosys_area_um2": 4763,
  "startpoint_type": "primary input",
  "synth.area.mux_share_pct": 10.56,
  "fill_cells": 1160,
  "ys_warn_count": 3,
  "endpoint_kind": "output pin",
  "synth_area_um2": 4763,
  "drt-initial-drc-count": 335,
  "max_freq_ghz": 0.03889,
  "dr_total_vias": 4996,
  "yosysCellCount": 662,
  "antenna_found_initial": 0,
  "xor_share_pct": 12.74,
  "crit_top_cell": "ha_1",
  "openroad.warnings": 34,
  "synth-seq-area-share_pct": 0,
  "io_buffers": 32,
  "cp_slowest_cell": "o2111ai_2",
  "nClkBuffers": 0,
  "regArea_um2": 0,
  "cp.arrival_ps": 19650,
  "drt_wl_total_um": 14390,
  "viasPerCell": 6.115,
  "cp.required_ps": 24240,
  "finalCritPeriodShare_pct": 84.86,
  "die_h_um": 111.1,
  "top_logic_kind": "AND-OR/OR-AND gates",
  "cts-hold-fix-buffers": 0
}
==> final timing paths <==
kind / from / endpoint / slack [ps] / cells after the start
max: hand_n1[3] / out_data[1] / 4590 / 44
min: hand_n0[1] / out_data[0] / 13580 / 7
==> layout make-up <==
cell class	instances	area [µm²]	share of cell area, %
inverters	48	180.2	3.479
multi-input cells	590	4469	86.30
well taps	143	178.9	3.455
repair buffers	36	350.3	6.765
==> routing by layer <==
metal | vias to the layer above | track usage, %
met5 | - | 0
met4 | 0 | 1.532
met3 | 11 | 1.394
met2 | 130 | 36.52
met1 | 2307 | 38.35
li1 | 2548 | -
==> stage by stage <==
step | worst slack [ps] | utilization, % | area, µm² | hold WS, ps | cells
5_1_grt | 3919 | 44.97 | 5179 | 13640 | 817
2_1_floorplan | 7676 | - | 4763 | 12400 | 662
6_report | 4587 | 44.97 | 5179 | 13580 | 817
3_5_place_dp | 4960 | 44.97 | 5179 | 13580 | 817
4_1_cts | 4895 | 44.97 | 5179 | 13580 | 817
3_3_place_gp | 5152 | 44.97 | 5179 | 13590 | 817
==> critical path: cells and delay by family <==
family / cells / cell delay [ps]
simple gates: 9 / 2980
fa+ha+maj: 6 / 1990
xor+xnor: 1 / 380
mux: 2 / 500
compound gates: 21 / 6190
buf+inv: 5 / 1510
==> cells by family (layout without fill, tap and decap cells) <==
| logic type | Yosys count | after routing |
|---|---|---|
| AOI/OAI and AO/OA | 207 | 207 |
| xor gates and xnor gates | 66 | 66 |
| adders and majority gates | 57 | 57 |
| buffers and inverters | 72 | 84 |
| muxes | 48 | 48 |
| and+or+nand+nor | 212 | 212 |
==> layout by cell type, fill, tap and decap left out, types with 5 or more instances in the layout <==
cell / instances
ha_1: 56
nand2_1: 54
inv_1: 48
nor2_1: 43
mux2i_1: 37
a21oi_1: 34
o21ai_0: 33
xor2_1: 33
clkdlybuf4s50_1: 32
xnor2_1: 31
nand3_1: 18
nand4_1: 18
nor3_1: 16
a21o_1: 14
a31oi_1: 13
a211oi_1: 13
o31ai_1: 9
o211ai_1: 9
nor4_1: 8
o21a_1: 8
and2_1: 8
mux2_2: 8
a31o_2: 8
a211o_1: 8
and3_1: 7
or2_2: 7
and4_1: 5
nor2b_1: 5
